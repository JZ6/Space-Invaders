--- flow/design.v ---
module player
	(
		CLOCK_50,						 
        KEY,
        SW,
		VGA_CLK,   						 
		VGA_HS,							 
		VGA_VS,							 
		VGA_BLANK_N,						 
		VGA_SYNC_N,						 
		VGA_R,   						 
		VGA_G,	 						 
		VGA_B   						 
	);
	input			CLOCK_50;				 
	input   [9:0]   SW;
	input   [3:0]   KEY;
	wire [7:0] x;
	wire [6:0] y;
	wire [2:0] color;
	wire clock_out;
	output			VGA_CLK;   				 
	output			VGA_HS;					 
	output			VGA_VS;					 
	output			VGA_BLANK_N;				 
	output			VGA_SYNC_N;				 
	output	[9:0]	VGA_R;   				 
	output	[9:0]	VGA_G;	 				 
	output	[9:0]	VGA_B;   				 
	XCounter right(
	.clock(KEY[0]),
	.resetn(SW[0]),
	.enable(SW[1]), 
	.increase(1'b1),
	.x_out(x)
	);
	XCounter left(
	.clock(KEY[3]),
	.resetn(SW[0]),
	.enable(SW[1]), 
	.increase(1'b0),
	.x_out(x)
	);
	YCounter down(
	.clock(KEY[2]),
	.resetn(SW[0]),
	.enable(SW[1]), 
	.increase(1'b1),
	.y_out(y)
	);
	YCounter up(
	.clock(KEY[1]),
	.resetn(SW[0]),
	.enable(SW[1]), 
	.increase(1'b0),
	.y_out(y)
	);
	playerx sizex(
	.clock(CLOCK_50),
	.move_enable(KEY[3:0]),
	.x_out(x)
	);
	playery sizey(
	.clock(CLOCK_50),
	.move_enable(KEY[3:0]),
	.y_out(y)
	);
	bullet b(
	.clock(CLOCK_50),
	.shoot(SW[9]),
	.y_out(y),
	.clock_out(clock_out)
	);
	eraser e1(
	.clock(CLOCK_50),
	.colour_erase_enable(KEY[3:0]),
	.colour(color),
	.clock_out(clock_out)
	);
	vga_adapter VGA(
			.resetn(SW[4]),
			.clock(CLOCK_50),
			.colour(color),
			.x(x),
			.y(y),
			.plot(1'b1),
			.VGA_R(VGA_R),
			.VGA_G(VGA_G),
			.VGA_B(VGA_B),
			.VGA_HS(VGA_HS),
			.VGA_VS(VGA_VS),
			.VGA_BLANK(VGA_BLANK_N),
			.VGA_SYNC(VGA_SYNC_N),
			.VGA_CLK(VGA_CLK));
		defparam VGA.RESOLUTION = "160x120";
		defparam VGA.MONOCHROME = "FALSE";
		defparam VGA.BITS_PER_COLOUR_CHANNEL = 1;
		defparam VGA.BACKGROUND_IMAGE = "black.mif";
endmodule
module XCounter (clock, resetn, enable, increase, x_out);
	input clock;  
	input resetn;  
	input enable;  
	input increase;  
	output [7:0] x_out;
	reg [7:0] m;  
	always @(posedge clock)  
	begin
		if (resetn == 1'b0)  
			m <= 0;  
		else if (enable == 1'b1)  
			begin
				if (increase == 1'b1)
					m <= m + 1'b1;  
				else
					m <= m - 1'b1;  
			end
	end
	assign x_out = m;
endmodule
module YCounter (clock, resetn, enable, increase, y_out);
	input clock;  
	input resetn;  
	input enable;  
	input increase;  
	output [6:0] y_out;
	reg [6:0] m;  
	always @(posedge clock)  
	begin
		if (resetn == 1'b0)  
			m <= 7'd60;  
		else if (enable == 1'b1)  
			begin
				if (increase == 1'b1)
					m <= m + 1'b1;  
				else
					m <= m - 1'b1;  
			end
	end
	assign y_out = m;
endmodule
module playerx (clock, move_enable, x_out);
	input clock;  
	input [3:0] move_enable;
	output [7:0] x_out;
	reg [7:0] m;  
	reg [7:0] temp;
	always @(posedge clock)  
	begin
		if (move_enable[0] & move_enable[1] & move_enable[2] & move_enable[3])
			begin
				if (temp == m)
					m <= m + 1;
				else if (temp == m - 1'b1)
					m <= m - 2'b10;
				else if(temp == m + 1'b1)
					m <= m + 1;
				else
					m <= temp;
			end
		else
			temp <= m;
	end
	assign x_out = m;
endmodule
module playery (clock, move_enable, y_out);
	input clock;  
	input [3:0] move_enable;
	output [6:0] y_out;
	reg [6:0] m;  
	reg [6:0] temp;
	always @(posedge clock)  
	begin
		if (move_enable[0] & move_enable[1] & move_enable[2] & move_enable[3])
			begin
				if (temp == m)
					m <= m + 1;
				else if(temp == m - 1'b1)
					m <= m - 1'b1;
				else
					m <= temp;
			end
		else
			temp <= m;
	end
	assign y_out = m;
endmodule
module bullet (clock, shoot, y_out, clock_out);
	input clock;  
	input shoot;
	output reg clock_out;
	output [6:0] y_out;
	reg[23:0] counter;
	reg [6:0] m;  
	always @(posedge clock)
		begin
			if(!shoot)
				begin
					clock_out <= 1'b0;
					counter<=24'd0;
				end
			else
				begin
					if(counter==24'd10000000)
						begin
							counter<=24'd0;
							m <= m + 1'b1;  
							clock_out <= ~clock_out;
						end
					else
						counter<=counter+1'b1;
				end
		end
	assign y_out = m;
endmodule
module DelayCounter (clock, resetn, enable, delay_out);
	input clock;  
	input resetn;  
	input enable;  
	output [19:0] delay_out;
	reg [19:0] m;  
	always @(posedge clock)  
	begin
		if (resetn == 1'b0)  
			m <= 0;  
		else if (enable == 1'b1)  
			begin
				if (m == 20'd833400)
					m <= 0;  
				else  
				   m <= m + 1'b1;  
			end
	end
	assign delay_out = m;
endmodule
module eraser(clock,colour_erase_enable, colour, clock_out);
	input clock;  
	input clock_out;
	input [3:0] colour_erase_enable;
	output reg [2:0] colour;
	always @(posedge clock)
	begin
	if (colour_erase_enable[0] & colour_erase_enable[1] & colour_erase_enable[2] & colour_erase_enable[3])
		colour = 3'b011;
	else
		colour = 3'b000;
	end
endmodule
--- flow/run.sh ---
#!/bin/bash
# OpenROAD 26Q1-2900-gdf79404cd8, Yosys 0.63+post, stock flow scripts
make -C /OpenROAD-flow-scripts/flow DESIGN_CONFIG=/design/flow/config.mk WORK_HOME=/design/flow/orfs finish
--- flow/config.mk ---
export PLATFORM = sky130hd
export DESIGN_NAME = bullet
export DESIGN_NICKNAME = bullet
export VERILOG_FILES = /design/flow/design.v
export SDC_FILE = /design/flow/constraint.sdc
export NUM_CORES = 4
export LEC_CHECK = 1
export CORE_AREA = 10 10 106 106
export DIE_AREA = 0 0 116 116
--- flow/constraint.sdc ---
current_design bullet

set clk_period 2.8
set clk_io_pct 0.2

create_clock -name clk0 -period $clk_period [get_ports {clock}]

set non_clock_inputs [all_inputs -no_clocks]
set_input_delay [expr $clk_period * $clk_io_pct] -clock clk0 $non_clock_inputs
set_output_delay [expr $clk_period * $clk_io_pct] -clock clk0 [all_outputs]
==> qor.log <==
INFO  route          firstDrtPassIters=4
INFO  worst_setup_path critPathMaxStageDelay=0.52ns
INFO  floorplanning  die_h=116um
INFO  final_timing   maxSlewHeadroom=66.35%
INFO  grt            vias_in_the_first_global_route=1144
INFO  power_and_ir_drop ir_worst_vdd=0.0002263V
INFO  worst_setup_path ff2ff_path_depth=4
INFO  synthesis      synth_flop_count=32
INFO  floorplanning  fp_util=17.56%
INFO  synthesis      ys_seq_share=45.73%
INFO  place          io_buffers=9
INFO  clocking       cts.clk_slew.worst_paths=0.07ns
INFO  synthesis      ys_chip_area=0.001554sqmm
INFO  final_timing   rsz0062_at_grt=no
INFO  route          ant_nets=0
INFO  route          diodes=0
INFO  synthesis      post_synth_most_frequent_cells=dfxtp_1 (25), nor2_1 (19), xnor2_1 (13)
INFO  synthesis      yosysUniqueCellTypes=37
INFO  worst_setup_path cp_max_fo=7
INFO  synthesis      most_common_cell=dfxtp_1
INFO  synthesis      edf_count=7
INFO  place          gpl.final_weighted_congestion=0.8280
INFO  final_timing   max_slew.worst_pin.slew=0.4977ns
INFO  place          place_area=0.001775sqmm
INFO  grt            largest_net_degree_at_the_start_of_global_routing=16
INFO  worst_setup_path critical_path_required=2.80ns
INFO  final_timing   finalCritPeriodShare=73.74%
INFO  grt            grt_first_pass_wirelength=5147um
INFO  route          detail_route.iter0.violations=50
INFO  status         status=finished, final reports clean
INFO  synthesis      yosysTopAreaCellShare=32.21%
INFO  clocking       clkSinkCount=32
INFO  finish         storage_element_area=710.7squm
INFO  worst_setup_path cp_data_arrival_time=2.06ns
INFO  floorplanning  design.portCount=10
INFO  route          routed-via-count=1251
INFO  clocking       ctsHoldBuffers=0
INFO  clocking       clk_root_buffer_cell=clkbuf_8
INFO  grt            grt_antenna_before_repair=0
INFO  worst_setup_path worstPathBufferInverterCount=1
INFO  clocking       cts-buffers-inserted=5
INFO  floorplanning  fp.dieArea=0.01346sqmm
INFO  worst_setup_path critical_path.slowest_cell=or4b_1
INFO  final_timing   report.final.slew_viol_count=0
INFO  final_timing   maxClockFrequency=484.3MHz
INFO  clocking       worstSkewPairLatency=0.28ns
INFO  floorplanning  placementRows=34
INFO  route          via_to_cell_ratio=4.299
INFO  power_and_ir_drop power.leakage=0.5854nW
INFO  synthesis      synth.largest_area_cell=dfxtp_1
INFO  worst_setup_path critPathKind=reg -> reg
INFO  clocking       tritoncts=yes
INFO  synthesis      synth_cells=168
INFO  clocking       cts_resized=0
INFO  power_and_ir_drop power_density=495.0mW/mm^2
INFO  synthesis      synth.top_cells.by_area=dfxtp_1 (32%), edfxtp_1 (14%), xnor2_1 (7.3%)
INFO  synthesis      yosys_warnings=1
INFO  worst_setup_path critical_path.endpoint_type=flop
INFO  flow_run       warnings=26
INFO  finish         post_route_cells_drive_above_1_share=10.93%
INFO  final_timing   sum_of_negative_setup_slack=0ns
INFO  worst_setup_path cell_family_contributing_the_most_delay_on_the_critical_path=simple AND/OR/NAND/NOR gates
INFO  finish         area.combinational=787.0squm
INFO  synthesis      postSynth.asyncResetShare=0%
INFO  synthesis      yosys-stat-cells=168
INFO  clocking       htreeDepth=2
INFO  flow_run       count_of_max_cap_constraint_violations=0
INFO  finish         area_delta_synth_final=21.42%
INFO  finish         num-fill-cells=958
INFO  synthesis      postSynthAreaPerCell=9.250squm
INFO  place          place_hpwl=2200um
INFO  clocking       max-clock-path-buffers=2
INFO  finish         final_cell_area=0.001887sqmm
INFO  route          route.detailed.drc=0
INFO  grt            globalRouteOverflowTotal=0
INFO  hold_path      hold_class=reg -> reg
INFO  final_timing   final_period_minus_worst_setup_slack=2.065ns
INFO  worst_setup_path cells_along_the_critical_path=or4b_1 > or4_4 > nor4_1 > buf_4
INFO  synthesis      synth-main-ff-cell=dfxtp_1
INFO  route          route.final.wire_length=3053um
INFO  synthesis      post_synth_instance_area=0.001554sqmm
INFO  route          post_drt_wl_per_cell=10.49um
INFO  floorplanning  die_w=116um
INFO  grt            global_routing_usage_summed_across_all_routing_layers=4.530%
INFO  clocking       postCtsSetupRepairBufs=0
INFO  final_timing   setup_viol=0
INFO  worst_setup_path path_depth=4
INFO  final_timing   finalClockSkew=0.006038ns
INFO  hold_path      hold_path_cell_cnt=1
INFO  worst_setup_path critical_path.startpoint_type=flop
INFO  final_timing   finalHoldViolCount=0
INFO  floorplanning  core=0.008848sqmm
==> layout by cell type, fill, tap and decap left out, types with 5 or more instances in the layout <==
cell type / n
dfxtp_1: 25
nor2_1: 19
xnor2_1: 13
nand2_1: 11
a21oi_1: 9
clkdlybuf4s50_1: 9
nand3_1: 8
nand4_1: 8
o21ai_0: 8
edfxtp_1: 7
inv_1: 6
and3_1: 5
nor4_1: 5
clkbuf_8: 5
==> metrics by stage <==
stage	power [mW]	std cells	hold WS (ns)	util (%)	worst slack [ns]
final	0.9340	291	0.4780	21.32	0.7354
after global routing	0.9736	291	0.5009	21.32	0.6026
after CTS	0.9447	291	0.4811	21.32	0.7224
after detailed placement	0.5097	283	0.4674	20.06	0.7289
after global placement	0.5094	283	0.4562	20.06	0.7689
after floorplan	0.5024	168	0.4398	-	0.3434
==> power by group <==
part	leakage, nW	switching [mW]	internal [mW]
clock network	0.0541	0.172	0.263
registers	0.265	0.00493	0.473
logic	0.266	0.0128	0.00895
total	0.585	0.189	0.745
==> path summary, 6_finish.rpt <==
check               end  slack, ns        start
min reg2reg  counter[0]       0.48   counter[0]
max reg2reg        m[3]       0.74  counter[17]
max                m[3]       0.74  counter[17]
min          counter[0]       0.48   counter[0]
==> worst register-to-register path: stages (launching register included) <==
cell	delay [ns]
dfxtp_1	0.34
or4b_1	0.52
or4_4	0.52
nor4_1	0.19
buf_4	0.21
==> kinds of logic (layout without fill, tap and decap cells) <==
family / count (synthesis) / in the layout / share of synthesized area (%)
AND-OR/OR-AND: 22 / 22 / 7.810
XOR/XNOR: 17 / 17 / 9.581
adder cells (fa/ha/maj): 3 / 3 / 2.416
buffers and inverters: 12 / 27 / 3.623
flip-flops: 32 / 32 / 45.73
AND/OR/NAND/NOR: 82 / 82 / 30.84
==> registers in the layout, summed over array words and instances, names as in the netlist <==
register and flops:
counter 24, m 7, clock_out 1
==> routing by layer <==
metal | up-vias | part of all wire [%] | track usage, %
met3 | 5 | 5.0 | 1.518
li1 | 637 | - | -
met2 | 22 | 41 | 6.788
met4 | 0 | 2.1 | 0.8340
met5 | - | 0 | 0
met1 | 587 | 52 | 6.305
==> cell type report <==
type / instances / share of cell area [%]
Clock buffer: 5 / 3.647
Clock inverter: 3 / 2.255
Inverter: 6 / 1.194
Multi-Input combinational cell: 124 / 41.71
Sequential cell: 32 / 37.67
Tap cell: 108 / 7.162
Timing Repair Buffer: 13 / 6.366
Power is estimated from default activity; no workload was simulated.
